--- constraint.sdc ---
current_design Top_Module

set clk_period 2.4
set clk_io_pct 0.2

create_clock -name clk0 -period $clk_period [get_ports {clk}]

set non_clock_inputs [all_inputs -no_clocks]
set_input_delay [expr $clk_period * $clk_io_pct] -clock clk0 $non_clock_inputs
set_output_delay [expr $clk_period * $clk_io_pct] -clock clk0 [all_outputs]
--- design.v ---
module FIFO8x8 (
    input clk, rst, 
    input rden, wren,           
    input [7:0] DataIn,         
    output [7:0] DataOut,       
    output fifo_full,           
    output fifo_empty,          
    output data_out_valid       
);
reg [7:0] fifo_array [15:0];   
reg [3:0] wrptr, rdptr;        
wire [4:0] fifo_count;         
always @(posedge clk or posedge rst) begin
    if (rst) begin
        wrptr <= 0;
        rdptr <= 0;
    end
    else begin
        if (wren && !fifo_full) begin
            fifo_array[wrptr] <= DataIn;
            wrptr <= wrptr + 1;
        end
        if (rden && !fifo_empty) begin
            rdptr <= rdptr + 1;
        end
    end
end
assign fifo_count = wrptr - rdptr;
assign fifo_full  = (fifo_count == 16);
assign fifo_empty = (fifo_count == 0);
assign data_out_valid = (rden && !fifo_empty);
assign DataOut = fifo_array[rdptr];
endmodule
module FSM_Packetizer (
    input clk, rst, 
    input fifo_empty, tx_ready, tx_busy,    
    input [7:0] fifo_data,        
    output reg tx_enable,         
    output reg [9:0] tx_data      
);
parameter IDLE = 3'b000; 
parameter WAIT_TX_READY = 3'b001;
parameter LOAD_DATA = 3'b010;
parameter SEND_BITS = 3'b011;
parameter DONE = 3'b100;
reg [2:0] state, next_state;
reg [3:0] bit_counter;  
always @(posedge clk or posedge rst) begin
    if (rst)
        state <= IDLE;
    else
        state <= next_state;
end
always @(*) begin
    case (state)
        IDLE:
            if (!fifo_empty) next_state = WAIT_TX_READY;
            else next_state = IDLE;
        WAIT_TX_READY:
            if (tx_ready) next_state = LOAD_DATA;
            else next_state = WAIT_TX_READY;
        LOAD_DATA:
            next_state = SEND_BITS;
        SEND_BITS:
            if (bit_counter == 9)
                next_state = DONE;
            else
                next_state = SEND_BITS;
        DONE:
            next_state = IDLE;
        default: next_state = IDLE;
    endcase
end
always @(posedge clk or posedge rst) begin
    if (rst) begin
        tx_data <= 10'b0;
        tx_enable <= 0;
        bit_counter <= 0;
    end else begin
        case (state)
            IDLE: begin
                tx_enable <= 0;
                bit_counter <= 0;
            end
            LOAD_DATA: begin
                tx_data <= {1'b1, fifo_data, 1'b0};  
                tx_enable <= 1;
                bit_counter <= 0;
            end
            SEND_BITS: begin
                tx_enable <= 0;  
                bit_counter <= bit_counter + 1;
            end
            DONE: begin
            end
        endcase
    end
end
endmodule
module Top_Module (
    input clk, rst, 
    input wr_en, rd_en,          
    input tx_ready,              
    input [7:0] data_in,         
    output tx_out,               
    output fifo_full, fifo_empty,  
    output tx_busy, tx_ready_out  
);
wire [7:0] fifo_data_out;
wire fifo_rden, uart_start_tx;
wire [9:0] uart_tx_data;
FIFO8x8 fifo_inst (
    .clk(clk),
    .rst(rst),
    .wren(wr_en),
    .rden(fifo_rden),
    .DataIn(data_in),
    .DataOut(fifo_data_out),
    .fifo_full(fifo_full),
    .fifo_empty(fifo_empty),
    .data_out_valid(uart_start_tx)
);
FSM_Packetizer fsm_inst (
    .clk(clk),
    .rst(rst),
    .fifo_empty(fifo_empty),
    .tx_ready(tx_ready),
    .fifo_data(fifo_data_out),
    .tx_enable(fifo_rden),
    .tx_data(uart_tx_data),
     .tx_busy(tx_busy)
);
UART_Transmitter uart_inst (
    .clk(clk),
    .rst(rst),
    .start_tx(uart_start_tx),
    .tx_data(uart_tx_data),
    .tx_out(tx_out),
    .tx_busy(tx_busy),
    .tx_ready(tx_ready_out)
);
endmodule
module UART_Transmitter (
    input clk, rst, 
    input start_tx,          
    input [9:0] tx_data,     
    output reg tx_out,       
    output reg tx_busy,      
    output reg tx_ready      
);
parameter BAUD_RATE = 9600;       
parameter CLOCK_FREQ = 50000000;  
parameter BAUD_TICKS = CLOCK_FREQ / BAUD_RATE;
reg [3:0] bit_counter;            
reg [15:0] baud_counter;          
reg transmitting;                 
always @(posedge clk or posedge rst) begin
    if (rst) begin
        tx_out <= 1'b1;    
        tx_busy <= 0;
        tx_ready <= 1;
        transmitting <= 0;
        bit_counter <= 0;
        baud_counter <= 0;
    end 
    else begin
        if (start_tx && !tx_busy) begin
            tx_ready <= 0;       
            tx_busy <= 1;        
            transmitting <= 1;   
            bit_counter <= 0;    
        end
        if (transmitting) begin
            baud_counter <= baud_counter + 1;
            if (baud_counter >= BAUD_TICKS) begin
                baud_counter <= 0;
                tx_out <= tx_data[bit_counter];   
                bit_counter <= bit_counter + 1;
                if (bit_counter == 10) begin
                    transmitting <= 0;
                    tx_busy <= 0;
                    tx_ready <= 1;   
                    bit_counter <= 0;
                    tx_out <= 1'b1;  
                end
            end
        end
    end
end
endmodule
--- config.mk ---
export PLATFORM = sky130hd
export DESIGN_NAME = Top_Module
export DESIGN_NICKNAME = Top_Module
export VERILOG_FILES = /design/flow/design.v
export SDC_FILE = /design/flow/constraint.sdc
export NUM_CORES = 4
export LEC_CHECK = 1
export CORE_UTILIZATION = 40
--- run.sh ---
#!/bin/bash
# OpenROAD 26Q1-2900-gdf79404cd8, Yosys 0.63+post, stock flow scripts
make -C /OpenROAD-flow-scripts/flow DESIGN_CONFIG=/design/flow/config.mk WORK_HOME=/design/flow/orfs finish
==> flow_summary.json <==
{
  "cts_tree": "built",
  "grt_max_degree": 52,
  "fa_ha_area_share_pct": 2.63,
  "slew_headroom_pct": 56.0,
  "cts_max_level": 4,
  "p_total_w": 0.00972,
  "crit_path_cell_trace": "ha_4 -> nand2b_4 -> a21oi_4 -> buf_4 -> mux2i_2 -> nor2_1 -> buf_4 -> buf_4 -> buf_4 -> buf_4 -> buf_4 -> buf_4 -> buf_4 -> a21o_1",
  "warning_count": 37,
  "power.density_mw_per_mm2": 1070,
  "lay_top_count": "edfxtp_1",
  "critPathMostFrequentCell": "buf_4",
  "dpl_cell_area_sq_mm": 0.00838,
  "cp-start-kind": "flip-flop",
  "cts_hold_buf": 0,
  "n_fill_cell": 1546,
  "cp.required_ps": 2750,
  "holdCritPathClass": "flip-flop to flip-flop",
  "status": "finished clean",
  "numCtsBuffers": 17,
  "fp_util_pct": 40.8,
  "critPathCaptureType": "flip-flop",
  "place.gp.congestion": 0.839,
  "die_area_sq_mm": 0.0196,
  "ys_area_sq_mm": 0.00760,
  "antenna_left": 0,
  "rows": 50,
  "path_clk_slew_ps": 60,
  "mux_share_pct": 1.48,
  "simple_gate_share_pct": 10.5,
  "tightest_slew_ps": 659,
  "wl_per_cell_um": 19.4,
  "track_usage_pct": 19.5,
  "cellLeakagePower_nw": 3.26,
  "fmax_ghz": 0.418,
  "vias_per_cell": 5.65,
  "critical_path_class": "flip-flop to flip-flop",
  "drt_pass1_iterations": 5,
  "drt_iter0_drc": 358,
  "aoi_share_pct": 13.5,
  "grt_pass1_wl_um": 27400,
  "fin_crit_ps": 2390,
  "synth.distinct_cells": 62,
  "logic_family": "AND-OR/OR-AND gates",
  "cp_num_buf_inv": 8,
  "critPathMaxFanout": 2,
  "finish.instance_area_sq_mm": 0.00908,
  "port_buffers": 16,
  "peakVddDrop_uv": 540,
  "grt_overflow": 0,
  "lay_top_cells": "128 x edfxtp_1, 51 x buf_4, 48 x dfrtp_1",
  "cp_slowest_cell": "dfrtp_1",
  "comb_area_sq_mm": 0.00237,
  "yosys_warnings": 4,
  "first_global_vias": 5168,
  "synthesis.area_sq_mm": 0.00760,
  "place_hpwl_um": 10700,
  "syn_area_per_cell_sq_um": 13.1,
  "ys_cells": 582,
  "post-route-drc-count": 0,
  "cp.arrival_ps": 2740,
  "setup_tns_ps": 0,
  "final_hold_viol_count": 0,
  "die_h_um": 140,
  "antenna_found_initial": 0,
  "async_flop_share_pct": 28.5,
  "flop_cell": "edfxtp_1",
  "flop_area_sq_mm": 0.00512,
  "die_x_um": 140,
  "final.setup_skew_ps": 12.9,
  "syn_inst": 582,
  "clkLatencyLatePin_ps": 430,
  "cts_root_buf": "clkbuf_16",
  "clock-sinks": 179,
  "xor_share_pct": 1.61,
  "drive_gt1_share_pct": 19.1,
  "fin_cells": 888,
  "area_growth_pct": 19.4,
  "rsz0062_at_grt": "true",
  "fin_crit_sh_pct": 99.6,
  "final_max_slew_viol_count": 0,
  "ys.flops": 179,
  "core_sq_mm": 0.0186,
  "wl_um": 17200,
  "cap_violations": 0,
  "setup-violations-final": 0,
  "io_pins": 18,
  "postSynthSeqShare_pct": 67.4,
  "clockBufferDepth": 2,
  "synth-edff-count": 128,
  "cp_slowest_stage_delay_ps": 410,
  "route.vias.total": 5013,
  "dp.cells": 846,
  "holdWs_ps": 449,
  "diodes": 0,
  "critical-path-top-delay-family": "buffers and inverters"
}
==> repair_timing <==
item,CTS,global route
setup buffers,10,3
endpoints found under the setup margin,2,11
resized,12,10
pin swaps,6,6
==> report_power, final <==
group / total [W] / internal (W) / switching [W] / leakage, nW
clock network: 0.00264 / 0.00138 / 0.00127 / 0.275
registers: 0.00395 / 0.00369 / 0.000263 / 1.80
logic: 0.00312 / 0.00140 / 0.00172 / 1.19
total: 0.00972 / 0.00646 / 0.00325 / 3.26
==> worst paths after layout <==
kind	from	to	slack, ps	cells past startpoint
worst max-delay path	fifo_inst.wrptr[1]$_DFFE_PP0P_	fsm_inst.state[0]$_DFF_PP1_	10	14
worst min-delay path	fsm_inst.state[1]$_DFF_PP0_	fsm_inst.state[0]$_DFF_PP1_	450	1
worst max register to register	fifo_inst.wrptr[1]$_DFFE_PP0P_	fsm_inst.state[0]$_DFF_PP1_	10	14
worst min register to register	fsm_inst.state[1]$_DFF_PP0_	fsm_inst.state[0]$_DFF_PP1_	450	1
max in group asynchronous	rst	fsm_inst.tx_data[4]$_DFFE_PP0P_	1300	3
min in group asynchronous	rst	fifo_inst.wrptr[0]$_DFFE_PP0P_	640	3
==> synthesized netlist by cell type (3+ instances only) <==
| library cell | count | area, sq um |
|---|---|---|
| nor3_1 | 10 | 50.1 |
| and2_1 | 3 | 18.8 |
| nor2_1 | 51 | 191 |
| dfrtp_1 | 48 | 1200 |
| nor2b_1 | 7 | 43.8 |
| o21ai_0 | 30 | 150 |
| a22o_1 | 3 | 26.3 |
| nand2b_1 | 9 | 56.3 |
| a22oi_1 | 15 | 113 |
| a21oi_1 | 25 | 125 |
| buf_2 | 17 | 85.1 |
| nand2_1 | 38 | 143 |
| xnor2_1 | 12 | 105 |
| clkbuf_1 | 13 | 48.8 |
| a31oi_1 | 12 | 75.1 |
| dfstp_2 | 3 | 78.8 |
| and3_1 | 8 | 50.1 |
| inv_1 | 19 | 71.3 |
| a222oi_1 | 8 | 80.1 |
| o211ai_1 | 4 | 30.0 |
| a221oi_1 | 16 | 140 |
| mux2_2 | 4 | 45.0 |
| ha_1 | 16 | 200 |
| nand3b_1 | 3 | 22.5 |
| nand4_1 | 4 | 25.0 |
| o22ai_1 | 6 | 37.5 |
| o2bb2ai_1 | 3 | 26.3 |
| edfxtp_1 | 128 | 3840 |
| a311oi_1 | 3 | 26.3 |
| nand3_1 | 24 | 120 |
| mux2i_1 | 3 | 30.0 |
==> registers in the layout (all words and copies together) (netlist names) <==
register and flops:
uart_inst.bit_counter 4, uart_inst.baud_counter 16, fifo_inst.wrptr 4, fifo_inst.rdptr 4, uart_inst.tx_out 1, fsm_inst.tx_enable 1, uart_inst.tx_ready 1, fifo_inst.fifo_array 128
uart_inst.transmitting 1, fsm_inst.tx_data 9, fsm_inst.state 5, fsm_inst.bit_counter 4, uart_inst.tx_busy 1
==> cells by family after synthesis <==
kind of cell,Yosys count
buffers and inverters,51
XOR/XNOR,14
AND/OR/NAND/NOR,166
flip-flops,179
AND-OR/OR-AND,147
adder cells (fa/ha/maj),16
multiplexers,9
==> cell type report <==
class                   count  share of cell area [%]
flip-flops and latches    179                    56.4
clock buffers              17                    4.69
inverters                  19                   0.827
clock inverters            14                    1.50
multi-input cells         352                    26.1
repair buffers             73                    7.19
well taps                 234                    3.22
==> metrics by stage <==
step           util (%)  setup WS, ps
6_report           48.7          10.1
3_5_place_dp       44.9          33.7
2_1_floorplan         -          12.3
5_1_grt            48.7         -76.5
3_3_place_gp       44.9          36.9
4_1_cts            48.3         -50.2
==> routing by layer <==
| layer | vias to the layer above | track usage [%] | wire [um] |
|---|---|---|---|
| met5 | - | 2.26 | 0 |
| met3 | 21 | 9.71 | 1690 |
| met2 | 214 | 28.4 | 7810 |
| li1 | 2337 | - | - |
| met4 | 0 | 4.05 | 379 |
| met1 | 2441 | 27.7 | 7320 |
Power and IR drop assume default switching activity.
