===== ./config.mk =====
export PLATFORM = sky130hd
export DESIGN_NAME = ALU
export DESIGN_NICKNAME = ALU
export VERILOG_FILES = /design/flow/design.v
export SDC_FILE = /design/flow/constraint.sdc
export NUM_CORES = 4
export LEC_CHECK = 1
export CORE_UTILIZATION = 40

===== ./constraint.sdc =====
current_design ALU

set clk_period 26.3
set clk_io_pct 0.2

create_clock -name clk0 -period $clk_period

set non_clock_inputs [all_inputs -no_clocks]
set_input_delay [expr $clk_period * $clk_io_pct] -clock clk0 $non_clock_inputs
set_output_delay [expr $clk_period * $clk_io_pct] -clock clk0 [all_outputs]

===== ./design.v =====
module ALU ( 
  input [2:0] Op_code,
  input [31:0] A, B,
  output reg [31:0] Y
);
always @(Op_code or A or B)
begin
case(Op_code) 
0 : Y <= A; 
1 : Y <= A+B; 
2 : Y <= A-B; 
3 : Y <= A&B; 
4 : Y <= A|B; 
5 : Y <= A+1; 
6 : Y <= A-1; 
7 : Y <=B; 
endcase 
end 
endmodule 

===== ./run.sh =====
#!/bin/bash
# OpenROAD 26Q1-2900-gdf79404cd8, Yosys 0.63+post, stock flow scripts
make -C /OpenROAD-flow-scripts/flow DESIGN_CONFIG=/design/flow/config.mk WORK_HOME=/design/flow/orfs finish

==> out/results.txt <==
Post-layout period usage: 0.618
DRT Pass-1 Iters: 5
Crit path capture type: output port
Flop count: 0
Seq share, synth: 0
Comb power frac: 1.000
Global-route wire length before repair: 20600 microns
Num rows: 33
Hold Path Class: primary input to output port
Clk network pwr share: 0
Overflow after GRT: 0
Routability congestion estimate: 0.988
Endpoints failing hold: 0
Worst setup path class: primary input to output port
Final Slew Violations: 0
Cell Area, Synth: 3530 sq um
P per Cell Area: 27.1 nW/um^2
Ys cells: 534
Tot Pwr: 0.124 mW
CP max FO: 6
Mean Syn Cell Area: 6.62 sq um
Setup Viol. Count Final: 0
All-layer global routing usage: 0.293
Cell Type Count: 69
Mapped Cells: 534
Final worst path period need: 16.26 ns
Int Power: 0.0626 mW
Die area: 9210 sq um
Startpoint types: primary input
Sw power: 0.0615 mW
Yosys synthesis chip area: 3530 sq um
# clk buffers: 0
Leakage: 1.75 nW
Maximum vdd drop: 0.0118 mV
Flop pwr share: 0
F_max: 61.5 MHz
Routed Antenna Nets: 0
Register Area: 0 sq um
Post-Route WL: 13300 microns
Worst Hold Margin: 11.44 ns
Vias in the first global route: 3924
Core area: 8380 sq um
Dominant logic cell type in the layout: clkdlybuf4s50_1
Status: complete, no violations
Total Negative Setup Slacks: 0 ns
Vias per Instance: 6.20
Post-layout util: 0.547
RSZ-0062 raised after global routing: false
# hold bufs at CTS: 0
Die H: 96.0 microns
Most numerous logic cells after layout: clkdlybuf4s50_1, nand2_1, a21oi_1, o21ai_0, xnor2_1
FP Core Util: 0.422
Switching share of power: 0.495
Max-slew headroom: 0.467
Post-DP HPWL: 10100 microns
Diodes inserted: 0
Port buffer count: 99
Worst-Margin Slew: 0.800 ns
OpenROAD warning count: 33
Crit path DRT: 21.04 ns
Arr. time, crit path: 11.00 ns
DR WL/cell: 18.7 microns
Die W: 96.0 microns
Area Overhead vs Synth: 29.7%
IO Count: 99
Fraction of layout cells with a size suffix above 1: 0.0593
Post-CTS Setup Bufs: 0
Largest net degree at the start of global routing: 42
Starting DRT DRC Count: 310
Yosys warns: 1
Number of max-cap violations: 0
Via count: 4414
CTS-repair resized insts: 0
DRC viols: 0
Initial antenna violation count: 0
-- path summary, 6_finish.rpt --
check,from,endpoint,slack [ns],cells past startpoint
hold / removal,A[3],Y[3],11.44,4
setup / recovery,B[0],Y[23],10.04,20
-- cell type report --
cell class	count	area, sq um
repair buffers	107	1050
well taps	105	131
fillers	844	3800
inverters	20	75.1
multi-input cells	480	3320
-- metrics by stage --
| step | area (sq um) | std cells | worst slack [ns] |
|---|---|---|---|
| floorplan | 3530 | 534 | 11.79 |
| global placement | 4580 | 712 | 10.08 |
| detailed placement | 4580 | 712 | 10.12 |
| CTS | 4580 | 712 | 10.08 |
| global route | 4580 | 712 | 9.67 |
| finish | 4580 | 712 | 10.04 |
-- power by group through the flow --
stage     sequential (mW)  clock (mW)  combinational [mW]
4_1_cts                 0           0               0.123
5_1_grt                 0           0               0.136
6_report                0           0               0.124
-- metal layers --
metal / wire length, microns / track usage
met5: 0 / 0
met2: 5730 / 0.438
met3: 1040 / 0.0353
met4: 70 / 0.0211
met1: 6500 / 0.465
-- critical path, cell delays in order --
cell and delay, ns:
clkdlybuf4s50_1 0.45, inv_1 0.10, ha_1 0.19, or3b_2 0.50
nor2_1 0.16, nand2_1 0.23, nor2_1 0.19, xnor2_1 0.08
a221oi_1 0.28, ha_1 0.37, a211oi_1 0.26, nor2_1 0.09
o41a_1 0.35, a221oi_1 0.56, a21boi_0 0.27, o21a_1 0.23
o21ai_0 0.23, mux2_2 0.37, a221oi_1 0.30, clkdlybuf4s50_1 0.52
-- cells by family after synthesis --
family / synth area share
xor gates and xnor gates: 0.131
AOI/OAI and AO/OA: 0.410
and+or+nand+nor: 0.253
adders and majority gates: 0.119
muxes: 0.0269
buffers and inverters: 0.0598
-- cell usage after synthesis (all sizes together) (4+ instances only) --
library cell  count  area, sq um
or3              11         78.8
a311oi            4         35.0
nand2            74          280
a21boi            4         30.0
a21o             13         97.6
nand4             5         31.3
nand2b            6         37.5
mux2i             5         50.1
a21oi            53          265
mux2              4         45.0
o21a             10         75.1
a221oi           33          302
xor2             20          175
inv              19         71.3
a211oi            5         37.5
clkbuf           29          109
a22oi             7         52.6
ha               32          400
buf               5         27.5
o21ai            42          210
a221o             7         70.1
o22ai             4         25.0
xnor2            33          289
nor3             12         71.3
o21bai            4         30.0
nand3             4         20.0
nor2             34          138
nor4              4         46.3
Power and IR drop assume default switching activity.
