--- config.mk ---
export PLATFORM = sky130hd
export DESIGN_NAME = FIFO8x9
export DESIGN_NICKNAME = FIFO8x9
export VERILOG_FILES = /design/flow/design.v
export SDC_FILE = /design/flow/constraint.sdc
export NUM_CORES = 4
export LEC_CHECK = 1
export CORE_UTILIZATION = 50
--- constraint.sdc ---
current_design FIFO8x9

set clk_period 42.8
set clk_io_pct 0.2

create_clock -name clk0 -period $clk_period [get_ports {clk}]

set non_clock_inputs [all_inputs -no_clocks]
set_input_delay [expr $clk_period * $clk_io_pct] -clock clk0 $non_clock_inputs
set_output_delay [expr $clk_period * $clk_io_pct] -clock clk0 [all_outputs]
--- design.v ---
module FIFO8x9( 
input clk, rst, 
input RdPtrClr, WrPtrClr, 
input RdInc, WrInc,
input [8:0] DataIn, 
output [8:0] DataOut, 
input rden, wren 
); 
reg [8:0] fifo_array[255:0]; 
reg [7:0] wrptr, rdptr; 
wire [7:0] wr_cnt, rd_cnt; 
reg[8:0]mem1; 
always@(posedge clk) 
begin 
if(rst) 
mem1 <=9'b000000000; 
if(RdPtrClr) 
rdptr <=0; 
if(WrPtrClr) 
wrptr<=0; 
if(wren) 
begin 
fifo_array[wrptr] <=DataIn; 
wrptr=wrptr+WrInc; 
end 
if(rden) 
begin 
mem1 <=fifo_array[rdptr]; 
rdptr <=rdptr +RdInc; 
end 
else 
mem1 <=9'bzzzzzzzzz; 
end 
assign DataOut= mem1; 
assign wr_cnt= wrptr; 
assign rd_cnt= rdptr; 
endmodule
--- run.sh ---
#!/bin/bash
# OpenROAD 26Q1-2900-gdf79404cd8, Yosys 0.63+post, stock flow scripts
make -C /OpenROAD-flow-scripts/flow DESIGN_CONFIG=/design/flow/config.mk WORK_HOME=/design/flow/orfs finish
==> results_dict.tcl <==
# metrics dict for downstream scripts
set metrics [dict create \
    r2r_cells 11 \
    dp.cells 6618 \
    cts.clk_slew.worst_paths_ns 0.06 \
    grt_pass1_vias 46700 \
    via_per_inst 6.09 \
    gp_congestion 0.903 \
    synth.distinct_cells 64 \
    yosysCellCount 4200 \
    finalWorstSetupSlack_ns 31.73 \
    power_density_nw_per_um2 48.3 \
    grt_max_degree 109 \
    synth-simple-area-share 0.0232 \
    post-place-ws_ns 30.90 \
    postCtsSetupRepairBufs 0 \
    synthArstFlopShare 0 \
    crit_required_ns 43.27 \
    fp_util 0.505 \
    fp.dieH_um 428 \
    worstHoldPathCells 1 \
    clock.latency.late_pin_ns 0.86 \
    drtIter0Drc 2813 \
    htree_levels 4 \
    synthAoiAreaFrac 0.0329 \
    fin_skew_ns 0.0354 \
    finalClockPeriodUsage 0.259 \
    ys.flops 2337 \
    finalSetupViolations 0 \
    die_area_um2 183000 \
    syn-instance-count 4200 \
    fillers 13000 \
    drv_cap 0 \
    seq_area_um2 70000 \
    rsz0062_at_grt "no" \
    die_w_um 428 \
    synthTopLogicFamily "multiplexers" \
    core_um2 179000 \
    grt.total_usage 0.276 \
    synth-edff-count 2320 \
    most-common-layout-cells "edfxtp_1 (2,320), mux4_2 (528), buf_4 (294), nor2_1 (286), clkbuf_16 (233)" \
    fmax_ghz 0.0903 \
    final_hold_viol_count 0 \
    cts_resized 0 \
    antenna_found_initial 2 \
    power.total_mw 4.91 \
    mux_share 0.150 \
    drt-total-wl_um 217000 \
    synthXorXnorAreaFrac 0.00116 \
    min_path_type "reg -> reg" \
    cp_data_arrival_time_ns 11.54 \
    cp_max_fo 27 \
    cp-end-kind "flop" \
    syn_area_um2 90500 \
    flop_cell "edfxtp_1" \
    ys_chip_area_um2 90500 \
    overflow 0 \
    reg2reg_slack_ns 37.24 \
    layoutNonFillerInstCount 7049 \
    p_leak_nw 31.3 \
    wl_per_cell_um 30.8 \
    grt_pass1_wl_um 317000 \
    cp-start-kind "primary input" \
    cts_inserted_buffers 230 \
    crit_type "in -> reg" \
    firstDrtPassIters 5 \
    drc 0 \
    syn_area_per_cell_um2 21.6 \
    postSynthSeqShare 0.773 \
    period_needed_ns 11.07 \
    slew_headroom 0.317 \
    r2r-end "mem1[1]" \
    hpwl_um 133000 \
    slew_viol_final 0 \
    cts_tree "done" \
    worstMarginPinSlew_ns 0.996 \
    final.setup.tns_ns 0 \
    clockRootBuffer "clkbuf_16" \
    syn2layout_area_growth_pct 12.2 \
    clockBufferDepth 3 \
    portBuffers 23 \
    holdBufCountCts 0 \
    fa_ha_area_frac 0.000553 \
    mi_logic_area_um2 18800 \
    tool_warnings 31 \
    drive_gt1_frac 0.251 \
    cts.sinks 2337 \
    io_pins 26 \
    peakVddDrop_mv 0.0408 \
    yosys_warnings 2 \
    final_common_cell "edfxtp_1" \
    status "finished, final reports clean" \
    hold_path.startpoint "rdptr[0]" \
    row_count 155 \
    detail-route-antenna-nets 0 \
    vias 42900 \
]
## kinds of logic (layout without fill, tap and decap cells)
family                     after synthesis  count (layout)
AOI/OAI and AO/OA                      411             411
xor gates and xnor gates                12              12
adders and majority gates                4               4
buffers and inverters                  268             759
DFF                                   2337            2337
muxes                                  691             691
other                                    0               3
and+or+nand+nor                        477             477
## synth_stat cells (all sizes together), types with 9 or more instances
library cell     n  area, um^2
mux2            18         203
dfxtp           17         340
o22ai           38         238
a21oi           74         370
mux2i          144        1440
nor4            12        75.1
o221ai          49         435
buf            159        1320
mux4           529       11900
nor2           288        1080
nand2           43         161
nand3           37         185
nor3            18        90.1
a22o            29         254
a211oi          17         128
a22oi           80         601
a21o            12        90.1
a221oi          46         403
clkbuf         100         379
edfxtp        2320       69700
nor2b           29         181
inv              9        33.8
nand2b           9        56.3
and2             9        56.3
o21ai           32         160
## worst max path at each step
stage	endpoint	start	slack (ns)
final	fifo_array[126][1]	wren	31.73
after global routing	fifo_array[126][1]	wren	31.72
after CTS	fifo_array[126][1]	wren	31.82
## per-stage QoR
step / util / area, um^2 / hold slack, ns
floorplan: - / 90500 / 0.449
global placement: 0.527 / 94400 / 0.470
detailed placement: 0.527 / 94400 / 0.476
CTS: 0.567 / 102000 / 0.492
global route: 0.567 / 102000 / 0.530
finish: 0.567 / 102000 / 0.493
## routing by layer
layer | part of all wire | wire length, um | vias to the layer above | GRT usage
li1 | - | - | 18300 | -
met4 | 0.027 | 5890 | 13 | 0.0551
met2 | 0.48 | 104000 | 2136 | 0.392
met5 | 0.0014 | 305 | - | 0.0125
met3 | 0.16 | 34600 | 326 | 0.192
met1 | 0.33 | 72400 | 22200 | 0.392
## sequential cells by signal, indices dropped and copies added, names as in the netlist, named ones only
register,flops
fifo_array,2304
mem1,9
rdptr,8
wrptr,8
## critical path, stage by stage
cell and delay (ns):
clkdlybuf4s50_1 0.50, buf_4 0.34, nand3_1 0.81, buf_4 0.51, nor2_1 0.74
## cell type report
type	instances	area share
Sequential cell	2337	0.689
Multi-Input combinational cell	1595	0.186
Clock buffer	303	0.0605
Tap cell	2355	0.0290
Timing Repair Buffer	322	0.0254
Clock inverter	125	0.00971
Inverter	9	0.000333
Antenna cell	3	0.0000739
## power breakdown
group / switching, mW / total (mW) / internal, mW
clock network: 0.836 / 1.91 / 1.07
logic: 0.278 / 0.462 / 0.183
registers: 0.0138 / 2.54 / 2.53
Power figures rest on the tool's default switching activity, not on a simulated workload.
